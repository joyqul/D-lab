<file path="flow/config.mk">
export PLATFORM = sky130hd
export DESIGN_NAME = task2_counter
export DESIGN_NICKNAME = task2_counter
export VERILOG_FILES = /design/flow/design.v
export SDC_FILE = /design/flow/constraint.sdc
export NUM_CORES = 4
export LEC_CHECK = 1
export CORE_UTILIZATION = 30
</file>
<file path="flow/constraint.sdc">
current_design task2_counter

set clk_period 4.4
set clk_io_pct 0.2

create_clock -name clk0 -period $clk_period [get_ports {clk}]

set non_clock_inputs [all_inputs -no_clocks]
set_input_delay [expr $clk_period * $clk_io_pct] -clock clk0 $non_clock_inputs
set_output_delay [expr $clk_period * $clk_io_pct] -clock clk0 [all_outputs]
</file>
<file path="flow/design.v">
module task2_counter( Din, load, UD, clk, mod, count,  done);
    input wire load,UD,clk,mod;
    input wire signed [7:0] Din;
    output  reg done;
    output reg [7:0] count;
    reg [7:0] c_in, c_end;
    reg         c_mod, c_UD, hold;
    initial begin
        hold = 0;
    end
    always@(posedge clk) begin
        case(load)
            0: begin
            if (hold == 1) hold = 0;
            else begin
                if(c_UD == 1 && c_mod == 0) begin
                    count = count + 1;
                    if (count == c_end) begin
                        count = c_in;
                        done = 1;
                    end
                    else done = 0;
                end
                else if (c_UD == 1 && c_mod == 1) begin
                    count = count + 1;
                    if (count == c_end) begin
                        count = c_in;
                        done = 1;
                    end
                    else done = 0;
                end
                else if (c_UD == 0 && c_mod == 0) begin
                    count = count - 1;
                    if (count == c_end) begin
                        count = c_in;
                        done = 1;
                    end
                    else done = 0;
                end
                else begin
                    count = count - 1;
                    if (count == c_end) begin
                        count = c_in;
                        done = 1;
                    end
                    else done = 0;
                end
            end
            end
            1: begin
                hold = 1;
                if(UD == 1 && mod == 0) begin
                    c_in = Din;
                    c_end = 8'hff;
                    c_mod = mod;
                    c_UD = UD;
                    count = Din;
                    done = 0;
                end
                else if (UD == 1 && mod == 1) begin
                    c_in = 0;
                    c_end = Din;
                    c_mod = mod;
                    c_UD = UD;
                    count = 0;
                    done = 0;
                end
                else if (UD == 0 && mod == 0) begin
                    c_in = Din;
                    c_end = 0;
                    c_mod = mod;
                    c_UD = UD;
                    count = Din;
                    done = 0;
                end
                else begin
                    c_in = Din;
                    c_end = 0;
                    c_mod = mod;
                    c_UD = UD;
                    count = Din;
                    done = 0;
                end
            end
        endcase
    end
endmodule
</file>
<file path="flow/run.sh">
#!/bin/bash
# OpenROAD 26Q1-2900-gdf79404cd8, Yosys 0.63+post, stock flow scripts
make -C /OpenROAD-flow-scripts/flow DESIGN_CONFIG=/design/flow/config.mk WORK_HOME=/design/flow/orfs finish
</file>
==> summary.rpt <==
=== SYNTHESIS / PLACE & ROUTE SUMMARY ===
----------------------------------------------------
[Clock network]
  Clock slew at the register clock pins of the worst setup and hold paths ........................ 0.09 ns
  Bufs on Longest Clock Path ........................ 2
  Depth of the CTS H-tree ........................ 1
  Post-cts resize count ........................ 0
  Count of clock tree sinks ........................ 27
  Root Buffer Master ........................ sky130_fd_sc_hd__clkbuf_8
  Post-CTS repair timing setup buffer count ........................ 0
  Total of hold buffers inserted after clock tree synthesis ........................ 0
  TritonCTS Buffers ........................ 3
  CTS tree ........................ yes
  Clk Latency, worst-skew pair ........................ 0.27 ns

[Die]
  Num ports ........................ 21
  Floorplan row count ........................ 29
  Die boundary height ........................ 83.0 um
  Die width ........................ 83.0 um
  Area enclosed by the die boundary ........................ 0.00689 mm^2
  Placeable core region ........................ 0.00635 mm^2
  Effective utilization at floorplan ........................ 31.0%

[Power]
  Clk network pwr share ........................ 18.4%
  Combinational group share of total power ........................ 33.5%
  Sequential Power Share ........................ 48.1%
  Total leakage power ........................ 0.863 nW
  Highest ir drop seen on vdd ........................ 0.147 mV
  Internal power ........................ 0.510 mW
  PwrDens ........................ 332 mW/mm^2
  Switch Pwr ........................ 0.242 mW
  Sw frac ........................ 32.2%

[Route]
  Antenna violation net count after detailed routing ........................ 0
  Inserted Diodes ........................ 0
  Number of detailed-routing iterations run before antenna repair ........................ 4
  Routed WL ........................ 4.06 mm
  Via count normalized by instance count ........................ 4.90
  Number of violations reported at the end of detailed-routing iteration 0 ........................ 96
  Average wire per standard cell ........................ 14.5 um
  Overall via count from detail_route ........................ 1373
  DRC violation count after routing ........................ 0

[Cells and area]
  Area overhead of the layout relative to synthesis ........................ 14.7%
  Util after Layout ........................ 35.6%
  Most frequently placed logic cells in the final layout ........................ sky130_fd_sc_hd__edfxtp_1, sky130_fd_sc_hd__clkdlybuf4s50_1, sky130_fd_sc_hd__inv_1
  Layout cells sized above 1 ........................ 12.3%
  Tally of non-filler cells in the final layout ........................ 280
  Commonest Layout Cell ........................ sky130_fd_sc_hd__edfxtp_1

[GRT]
  Remaining global-route overflow ........................ 0
  Initial antenna violation count ........................ 0
  Overall fraction of global-route tracks in use ........................ 13.1%
  Wire length of the first global-routing pass ........................ 7.09 mm
  Via count of the first global-routing pass ........................ 1434
  Pin count of the biggest net entering global routing ........................ 23

[Synth]
  Share of the synthesized area in the top cell type ........................ 39.6%
  Total cells reported by yosys after synthesis ........................ 186
  Post-synthesis sequential element count ........................ 27
  Number of instances in the synthesized netlist ........................ 186
  Netlist Area Pre-Place ........................ 0.00197 mm^2
  Average instance area after synthesis ........................ 10.6 um^2
  Cell type with the largest total area after synthesis ........................ sky130_fd_sc_hd__edfxtp_1
  Yosys-reported design area after synthesis ........................ 0.00197 mm^2
  Sequential-to-total area share from yosys stat ........................ 40.7%
  Tally of unique sky130hd cells used after synthesis ........................ 55
  Yosys warns ........................ 1
  Top cells by area, synth ........................ sky130_fd_sc_hd__edfxtp_1, sky130_fd_sc_hd__xnor2_1, sky130_fd_sc_hd__xor2_1

[Placed design]
  Cell count after placement ........................ 276
  GP Congestion ........................ 0.831
  DP Worst Slack ........................ 1.51 ns
  Number of buffers inserted by port buffering ........................ 20
  Final HPWL DP ........................ 3.11 mm

[Setup path]
  Beginning of the critical path ........................ count[0]
  Largest fanout on the critical path ........................ 12
  Element type at the critical path start ........................ register
  Crit end category ........................ register
  Worst r2r src ........................ count[0]
  Data arrival, critical path ........................ 2.92 ns
  Setup slack on the worst flop-to-flop path ........................ 1.50 ns
  Required arrival time at the worst endpoint ........................ 4.42 ns
  Worst setup path class ........................ reg -> reg

[Timing]
  Setup slack after layout ........................ 1.50 ns
  Setup repair after global routing missed its margin ........................ false
  Slew Limit Fails ........................ 0
  Maximum frequency from static timing analysis ........................ 345 MHz
  Share of the cycle needed by the critical path after routing ........................ 65.9%
  Final Skew ........................ 0.00481 ns
  Final setup vio count ........................ 0
  Setup TNS ........................ 0 ns
  Shortest clock period the worst path allows after layout ........................ 2.90 ns
  Worst slew margin relative to its limit ........................ 50.1%
  Endpoints failing hold ........................ 0
  Slew at the pin with the worst max-slew slack ........................ 0.749 ns

[Min path]
  Hold path startpoint ........................ c_in[3]
  Hold crit path type ........................ reg -> reg

[Job]
  Number of maximum-capacitance constraint violations ........................ 0
  Total tool warning count ........................ 26

[Run status]
  Outcome ........................ completed

----------------------------------------------------
## synth_stat cells, drive strengths merged
library cell  number
a221o              3
o31ai              2
o211ai             4
a21o               1
inv               17
buf                6
mux2i              7
nand3b             2
and3               2
nand4              1
dfxtp              1
a32o               1
nor2b              2
nor3b              1
nor3               4
and4               1
nor4               1
mux2               3
or2                1
a2111o             1
a2bb2oi            1
nor2              12
or3                1
xnor2             14
a21oi             11
edfxtp            26
nand3              5
a211o              1
a21boi             8
o221ai             2
ha                 2
a211oi             4
o21a               1
and2b              1
a31oi              2
and2               1
xor2              11
clkbuf             2
nand2             16
a2111oi            1
o311a              1
o21ai              2
## worst paths after layout
kind	end	cells after the start
max reg2reg	count[5]	9
min reg2reg	count[3]	2
max	count[5]	9
min	count[3]	2
## sequential cells by signal, summed over array words and instances, names as in the netlist
name and flops:
c_end 8, c_in 8, count 8, c_UD 1, done 1, hold 1
## per-stage QoR
step | hold WS, ns | total power [mW] | cell area (um^2)
floorplan | 0.628 | 0.547 | 1970
global placement | 0.672 | 0.619 | 2210
detailed placement | 0.683 | 0.618 | 2210
CTS | 0.705 | 0.758 | 2260
global route | 0.739 | 0.805 | 2260
finish | 0.696 | 0.751 | 2260
## layer usage
layer | track usage (%) | vias up | share of wire [%]
li1 | - | 704 | -
met3 | 2.83 | 4 | 4.3
met5 | 0 | - | 0
met2 | 20.3 | 30 | 47
met1 | 19.9 | 635 | 47
met4 | 2.04 | 0 | 1.4
## final cells by class
class | instances | area, um^2
fillers | 630 | 4090
repair buffers | 21 | 208
clock buffers | 4 | 45.0
multi-input cells | 134 | 1050
flip-flops and latches | 27 | 801
inverters | 17 | 63.8
well taps | 77 | 96.3
## cells by family after synthesis
group	count (synthesis)	synth area share, %
and+or+nand+nor	51	15.2
AOI/OAI and AO/OA	46	18.2
DFF	27	40.7
xor gates and xnor gates	25	12.8
buffers and inverters	25	6.23
muxes	10	5.65
adders and majority gates	2	1.27
## critical path, stage by stage (launching register included)
cell and delay [ns]:
sky130_fd_sc_hd__edfxtp_1 0.53, sky130_fd_sc_hd__inv_1 0.13, sky130_fd_sc_hd__ha_1 0.36, sky130_fd_sc_hd__xnor2_1 0.23, sky130_fd_sc_hd__nand2_1 0.15, sky130_fd_sc_hd__a2111oi_4 0.33
sky130_fd_sc_hd__o211ai_2 0.36, sky130_fd_sc_hd__mux2i_1 0.26, sky130_fd_sc_hd__nor2_1 0.06, sky130_fd_sc_hd__a221o_1 0.26
## power by group through the flow
stage | registers, mW | logic, mW | clock network [mW]
4_1_cts | 0.361 | 0.253 | 0.144
5_1_grt | 0.367 | 0.282 | 0.156
6_report | 0.361 | 0.251 | 0.138
Power figures rest on the tool's default switching activity, not on a simulated workload.
