## flow/run.sh

```bash
#!/bin/bash
# OpenROAD 26Q1-2900-gdf79404cd8, Yosys 0.63+post, stock flow scripts
make -C /OpenROAD-flow-scripts/flow DESIGN_CONFIG=/design/flow/config.mk WORK_HOME=/design/flow/orfs finish
```

## flow/config.mk

```make
export PLATFORM = sky130hd
export DESIGN_NAME = mul8_b
export DESIGN_NICKNAME = mul8_b
export VERILOG_FILES = /design/flow/design.v
export SDC_FILE = /design/flow/constraint.sdc
export NUM_CORES = 4
export LEC_CHECK = 1
export CORE_UTILIZATION = 40
```

## flow/constraint.sdc

```tcl
current_design mul8_b

set clk_period 8.9
set clk_io_pct 0.2

create_clock -name clk0 -period $clk_period

set non_clock_inputs [all_inputs -no_clocks]
set_input_delay [expr $clk_period * $clk_io_pct] -clock clk0 $non_clock_inputs
set_output_delay [expr $clk_period * $clk_io_pct] -clock clk0 [all_outputs]
```

## flow/design.v

```verilog
module mul8_b(P, A, B);
    input       [7:0]   A, B;
    output reg  [15:0]  P;
    reg         [14:0]   add0, add1, add2, add3, add4, add5, add6, add7;
    always@(A or B) begin
        add0 = (B[0] == 0)? 0: A;
        add1 = (B[1] == 0)? 0: A << 1;
        add2 = (B[2] == 0)? 0: A << 2;
        add3 = (B[3] == 0)? 0: A << 3;
        add4 = (B[4] == 0)? 0: A << 4;
        add5 = (B[5] == 0)? 0: A << 5;
        add6 = (B[6] == 0)? 0: A << 6;
        add7 = (B[7] == 0)? 0: A << 7;
        P = add0 + add1 + add2 + add3 + add4 + add5 + add6 + add7;
    end
endmodule
```

==> metrics.sh <==
GRT.TOTAL_USAGE_PCT=16.65
FIN_WORST_HOLD_SLACK_PS=4708
DRIVE_ABOVE_1_SHARE_PCT=4.132
KIND_OF_CAPTURE_POINT_OF_THE_WORST_SETUP_PATH='output pin'
REPORT.FINAL.SLEW_VIOL_COUNT=0
LAYOUT.CLOCK_BUFFERS=0
REGAREA_SQ_UM=0
DIE_WIDTH_UM=71.65
GRT_PASS1_WL_UM=6582
PATH_MAX_FANOUT=8
DETAIL_ROUTE.VIAS_PER_CELL=4.878
POST_DETAILED_ROUTE_DRC_MARKER_COUNT=0
WORST-ENDPOINT-ARRIVAL_PS=6570
LAYOUT.SEQUENTIAL_CELLS=0
POSTSYNTHAREAPERCELL_SQ_UM=9.285
NETLIST_AREA_SQ_UM=1941
MOSTFREQUENTLAYOUTCELLS='47 x and2_1, 38 x fa_1, 35 x inv_1'
MAX-VDD-IR-DROP_mV=0.1412
YOSYS_CHIP_AREA_SQ_UM=1941
TIMING.MAX_CAP.VIOLATIONS=0
CRIT_PATH_KIND='in -> out'
DESIGN.DIE.AREA_SQ_UM=5134
PIN_COUNT_OF_THE_BIGGEST_NET_ENTERING_GLOBAL_ROUTING=9
CORE_AREA_SQ_UM=4504
HOLD_VIOL_FINAL=0
CHIPHEIGHT_UM=71.65
PORTBUFFERS=32
RSZ0062_AT_GRT='no'
GRT_ANTENNA_BEFORE_REPAIR=0
DETAIL_ROUTE.ITER0.VIOLATIONS=43
SYNTH_STAT.CELLS=209
DRT_WL_TOTAL_UM=3621
YOSYSWARNINGCOUNT=1
PLACE.GP.CONGESTION=0.8076
COMMONEST_NON_FILL_NON_TAP_CELL_IN_THE_LAYOUT='and2_1'
MAX_CLOCK_FREQ_MHz=119.8
SYNTH_CELLS=209
SYNTH.DISTINCT_CELLS=26
FINISH.CELL_COUNT_WITHOUT_FILLERS=294
WARNING_COUNT=32
GRT_REMAINING_OVERFLOW=0
LAYOUT-AREA-OVERHEAD-VS-SYNTH_PCT=20.25
NUM_ROWS=24
AVGROUTEDWIREPERCELL_UM=12.32
POWER.LEAKAGE_nW=1.197
PLACED_CELLS=294
POST_CTS_SETUP_BUFFERS=0
FINALCLOCKPERIODUSAGE_PCT=93.79
VIA_COUNT_OF_THE_FIRST_GLOBAL_ROUTING_PASS=1460
POSTPLACECELLAREA_SQ_UM=2333
POST_CTS_RESIZED=0
INITCOREUTIL_PCT=43.08
IOS=32
TIMING.SLEW.HEADROOM_PCT=79.88
P_PER_AREA_nW_PER_UM2=179.0
FINISH.INSTANCE_AREA_SQ_UM=2333
FINALSETUPVIOLATIONS=0
NUM_VIAS=1434
TIMING.FINAL.CRIT_PERIOD_PS=8348
ANTENNA_CELLS_INSERTED=0
RESULT_OF_THE_RUN='completed'
CP.REQUIRED_PS=7120
YS_SEQ_SHARE_PCT=0
HOLD_PATH.CLASS='in -> out'
DETAILED_PLACE_HPWL_UM=3149
SETUP_TOTAL_NEGATIVE_SLACK_PS=0
NFILLCELLS=453
TIMING_WORST_SLEW_PIN_VALUE_PS=300.9
WORST_SETUP_PATH_START_KIND='primary input'
CTS.HOLD.BUFFERS_ADDED=0
DRT_PASS1_ITERATIONS=4
DRTANTENNAVIOLNETS=0
TOTAL_POWER_W=0.0004177
-- power by group --
group	total (W)	internal (W)	leakage, nW	switching (W)
sequential	0	0	0	0
combinational	0.000418	0.000242	1.20	0.000175
clock	0	0	0	0
total	0.000418	0.000242	1.20	0.000175
-- through the flow --
step	worst slack, ps	util [%]
floorplan	1754	-
global route	261.2	51.81
detailed placement	550.5	51.81
finish	552.5	51.81
global placement	528.9	51.81
CTS	521.3	51.81
-- worst max-delay path, cell delays in order --
cell             delay (ps)
clkdlybuf4s50_1         510
and2_1                  230
fa_1                    530
inv_1                    60
fa_1                    520
inv_1                    50
fa_1                    520
inv_1                    50
fa_1                    520
inv_1                    40
ha_1                    340
and3_2                  240
a211oi_2                250
nand2b_2                110
a31oi_2                 200
xnor2_1                 140
clkdlybuf4s50_1         470
-- cells by family (layout without fill, tap and decap cells) --
family,after synthesis,in the layout,share of synthesized area (%)
AOI/OAI and AO/OA,16,16,6.705
xor gates and xnor gates,10,10,4.513
and+or+nand+nor,79,79,22.82
buffers and inverters,35,68,6.770
adders and majority gates,69,69,59.19
-- layout make-up --
type	instances	area, sq um	area share [%]
Inverter	35	131.4	5.630
Multi-Input combinational cell	174	1809	77.53
Tap cell	52	65.06	2.788
Timing Repair Buffer	33	327.8	14.05
-- final timing paths --
check / to / slack [ps] / start / depth (start not counted)
setup / recovery: P[14] / 550 / A[7] / 17
hold / removal: P[0] / 4710 / A[0] / 3
-- cells in the mapped netlist --
cell | number | share of area, %
a211oi_2 | 1 | 0.64
a21o_1 | 2 | 0.77
a21oi_1 | 5 | 1.3
a31oi_2 | 1 | 0.64
and2_1 | 47 | 15
and3_1 | 2 | 0.64
and3_2 | 1 | 0.39
fa_1 | 38 | 39
ha_1 | 31 | 20
inv_1 | 35 | 6.8
nand2_1 | 20 | 3.9
nand2_2 | 1 | 0.32
nand2b_1 | 1 | 0.32
nand2b_2 | 1 | 0.45
nand3_1 | 1 | 0.26
nand4_1 | 1 | 0.32
nor2_1 | 1 | 0.19
nor3_1 | 1 | 0.26
o21ai_0 | 3 | 0.77
o21ai_2 | 1 | 0.45
o31a_1 | 1 | 0.45
o41ai_2 | 2 | 1.7
or2_2 | 1 | 0.32
or3_1 | 1 | 0.32
xnor2_1 | 6 | 2.7
xor2_1 | 4 | 1.8
-- layer usage --
| metal | up-vias | GRT usage [%] | wire length (um) |
|---|---|---|---|
| met2 | 28 | 26.62 | 1696 |
| li1 | 722 | - | - |
| met4 | 0 | 0 | 0 |
| met5 | - | 0 | 0 |
| met3 | 0 | 0.9986 | 94 |
| met1 | 684 | 27.91 | 1829 |
Power is estimated from default activity; no workload was simulated.
