<file path="./run.sh">
#!/bin/bash
# OpenROAD 26Q1-2900-gdf79404cd8, Yosys 0.63+post, stock flow scripts
make -C /OpenROAD-flow-scripts/flow DESIGN_CONFIG=/design/flow/config.mk WORK_HOME=/design/flow/orfs finish
</file>
<file path="./config.mk">
export PLATFORM = sky130hd
export DESIGN_NAME = top
export DESIGN_NICKNAME = top
export VERILOG_FILES = /design/flow/design.v
export SDC_FILE = /design/flow/constraint.sdc
export NUM_CORES = 4
export LEC_CHECK = 1
export CORE_UTILIZATION = 30
</file>
<file path="./constraint.sdc">
current_design top

set clk_period 3.9
set clk_io_pct 0.2

create_clock -name clk0 -period $clk_period [get_ports {CLK}]

set non_clock_inputs [all_inputs -no_clocks]
set_input_delay [expr $clk_period * $clk_io_pct] -clock clk0 $non_clock_inputs
set_output_delay [expr $clk_period * $clk_io_pct] -clock clk0 [all_outputs]
</file>
<file path="./design.v">
`timescale 1ns / 1ps
module top(CLK, RESET, KDAT, KCLK, SW, BTN_1, BTN_2, BTN_3, ROT_A, ROT_B, ROT_CENTER, LED);
    input               CLK, RESET, KDAT, KCLK, BTN_1, BTN_2, BTN_3, ROT_A, ROT_B, ROT_CENTER;
    input       [3:0]   SW;
    output reg  [7:0]   LED;
    reg         [25:0]  COUNTER;
    reg         [3:0]       KEY_COUNTER;
    reg         [1:0]       BTN_MODE;
    reg                     pre_rotary_q1;
    reg                     rotary_q1, rotary_q2, rotary_a_in, rotary_b_in, rotary_valid, rotary_direction;
    reg         [7:0]       DATA;
    reg                     c_state, n_state;
    reg         [21:0]  KEY_REG;
    always@(posedge CLK) begin
        if (RESET) begin
            rotary_a_in <= 0;
            rotary_b_in <= 0;
        end
        else begin
            rotary_a_in <= ROT_A;
            rotary_b_in <= ROT_B;
        end
    end
    always@(posedge CLK) begin
        if (RESET) begin
            rotary_q1 <= 0;
            rotary_q2 <= 0;
        end
        else begin
            case({rotary_b_in, rotary_a_in})
                2'b00: begin
                    rotary_q1 <= 0;
                    rotary_q2 <= rotary_q2;
                end
                2'b01: begin
                    rotary_q1 <= rotary_q1;
                    rotary_q2 <= 0;
                end
                2'b10: begin
                    rotary_q1 <= rotary_q1;
                    rotary_q2 <= 1;
                end
                2'b11: begin
                    rotary_q1 <= 1;
                    rotary_q2 <= rotary_q2;
                end
                default: begin
                    rotary_q1 <= rotary_q1;
                    rotary_q2 <= rotary_q2;
                end
            endcase
        end
    end
    always@(posedge CLK) begin
        if (RESET) pre_rotary_q1 = 0;
        else pre_rotary_q1 = rotary_q1;
    end
    always@(posedge CLK) begin
        if (RESET) begin
            rotary_valid <= 0;
            rotary_direction <= 0;
        end
        else if (pre_rotary_q1 == 0 && rotary_q1 == 1) begin
            rotary_valid <= 1;
            rotary_direction <= rotary_q2;
        end
        else begin
            rotary_valid <= 0;
            rotary_direction <= rotary_direction;
        end
    end
    always@(posedge CLK) begin
        if (RESET) COUNTER = 0;
        else if (COUNTER == 25000000) COUNTER = 0;
        else COUNTER = COUNTER + 1;
    end
    always@(posedge CLK) begin
        if (RESET) KEY_COUNTER = 0;
        else if (KEY_COUNTER == 11) KEY_COUNTER = 0;
        else KEY_COUNTER = KEY_COUNTER + 1;
    end
    always@(posedge CLK) begin
        if (RESET) begin
            c_state <= 0;
            n_state <= 0;
        end
        else begin
            c_state <= n_state;
            n_state <= KCLK;
        end
    end
    always@(posedge CLK) begin
        if (RESET)  KEY_REG = 22'b11_00000000_0_11_00000000_0;
        else begin
            case({c_state, n_state})
                2'b10: KEY_REG = {KDAT, KEY_REG[21:1]};
                default: KEY_REG = KEY_REG;
            endcase
        end
    end 
    wire check = KEY_REG[1]^KEY_REG[2]^KEY_REG[3]^KEY_REG[4]^KEY_REG[5]^KEY_REG[6]^KEY_REG[7]^KEY_REG[8]^KEY_REG[9];
    always@(posedge CLK) begin
        if (RESET) DATA = 0;
        else if (KEY_COUNTER == 0 && check == 1) begin
            if (KEY_REG[19:12] == 8'hf0) begin
                case(KEY_REG[8:1])  
                    8'h16: DATA = 1;
                    8'h1E: DATA = 2;
                    8'h26: DATA = 3;
                    8'h25: DATA = 4;
                    8'h2E: DATA = 5;
                    8'h36: DATA = 6;
                    8'h3D: DATA = 7;
                    8'h3E: DATA = 8;
                    8'h46: DATA = 9;
                    8'h45: DATA = 8'b11111111;
                    default: DATA = DATA;
                endcase
            end
        end
    end
    always@(posedge CLK) begin
        if (RESET) BTN_MODE = 0;
        else if (BTN_1) BTN_MODE = 1;
        else if (BTN_2) BTN_MODE = 2;
        else if (BTN_3) BTN_MODE = 3;
        else BTN_MODE = BTN_MODE;
    end 
    always@(posedge CLK) begin
        case(SW)
        0: begin
            if (RESET) LED = 0;
            else if (BTN_MODE == 1) LED = 8'b00001111;
            else if (BTN_MODE == 2) LED = 8'b11110000;
            else if (BTN_MODE == 3 && COUNTER == 25000000) LED = ~LED;
            else LED = LED;
        end
        1: begin
            if (RESET) LED = 0;
            else if (ROT_CENTER) LED = 8'b11111111;
            else if (rotary_valid == 1 && rotary_direction == 0) begin  
                case(LED)
                    8'b00000000: LED = 8'b00000001;
                    8'b00000001: LED = 8'b00000011;
                    8'b00000011: LED = 8'b00000111;
                    8'b00000111: LED = 8'b00001111;
                    8'b00001111: LED = 8'b00011111;
                    8'b00011111: LED = 8'b00111111;
                    8'b00111111: LED = 8'b01111111;
                    8'b01111111: LED = 8'b11111111;
                    8'b11111111: LED = 8'b00000001;
                    default: LED = 8'b00000001;
                endcase
            end
            else if (rotary_valid == 1 && rotary_direction == 1) begin  
                case(LED)
                    8'b00000000: LED = 8'b10000000;
                    8'b10000000: LED = 8'b11000000;
                    8'b11000000: LED = 8'b11100000;
                    8'b11100000: LED = 8'b11110000;
                    8'b11110000: LED = 8'b11111000;
                    8'b11111000: LED = 8'b11111100;
                    8'b11111100: LED = 8'b11111110;
                    8'b11111110: LED = 8'b11111111;
                    8'b11111111: LED = 8'b10000000;
                    default: LED = 8'b10000000;
                endcase
            end
            else LED = LED;
        end
        2: begin
            if (RESET) LED = 0;
            else LED = DATA;
        end
        default: LED = 0;
        endcase
    end
endmodule
</file>
==> changes_impl.md <==
### Implementation results

* Final antenna diode count at 0
* Via count of the routed design at 2989
* I/O Pins at 22
* Vertical die dimension at 114 um
* Worst path required time at 3.85 ns
* Pin count of the biggest net entering global routing at 47
* Remaining DRCs at 0
* Number of CTS-inserted buffers at 9
* Max Root-Sink Buffers at 2
* Kind of critical path: input port to register
* LEAKAGE at 1.50 nW
* Clock-pin slew on the worst setup and hold paths at 0.06 ns
* Number of detailed-routing iterations run before antenna repair at 4
* Final cell utilization of the core at 0.359
* Primary flip-flop cell chosen by synthesis mapping: sky130_fd_sc_hd__dfxtp_1
* Number of library cell types mapped by synthesis at 55
* Final total power at 0.00168 W
* Post-CTS Setup Bufs at 0
* Routed wire length at 7740 um
* Post-synthesis sequential area ratio at 0.424
* Source of the critical timing path: SW[1]
* Insertion delay of the later-clocked pin in the worst-skew pair at 0.33 ns
* Number of buffers inserted by port buffering at 21
* Unrepaired setup endpoints after global routing: no
* Avg Vias per Cell at 4.83
* Sink count of the clock tree at 76
* Commonest Layout Cell: sky130_fd_sc_hd__dfxtp_1
* Final Hold Vio Count at 0
* Number of placement rows at 40
* Chip area line of the yosys report at 3780 um^2
* Root buffer cell: sky130_fd_sc_hd__clkbuf_16
* Routed metal-1 wire length at 3950 um
* Sum of negative setup slack at 0 ns
* Number of storage elements in the synthesis netlist at 76
* Die x size at 114 um
* Total of hold buffers inserted after clock tree synthesis at 0
* Max Cap Viol at 0
* Die Footprint at 13000 um^2
* Final setup fails at 0
* Highest attainable clock frequency at 410 MHz
* Worst setup skew after layout at 0.00718 ns
* Core Density at Floorplan at 0.310
* Core Footprint at 12200 um^2
* Leading cell types by total area after synthesis: sky130_fd_sc_hd__dfxtp_1 (36%), sky130_fd_sc_hd__edfxtp_1 (6.4%), sky130_fd_sc_hd__nand2_1 (5.3%)
* Drt first-iter violations at 275
* Synthesis-to-finish area growth at 15.8%
* Maximum level of the CTS H-tree at 3
* Type of element capturing the critical path: register
* Overflow after GRT at 0
* Actual transition at the worst max-transition pin at 0.926 ns
* Final clock period utilization by the worst path at 0.626
* Post-route antenna net violation count at 0
* Critical path arrival at 2.40 ns
* Dominant logic cell types in the final layout: sky130_fd_sc_hd__dfxtp_1 (68), sky130_fd_sc_hd__nand2_1 (53), sky130_fd_sc_hd__nor2_1 (48)
* CTS resizes at 0
* Filler Cells Inserted at 1200
* Highest metal layer used by the detailed router: met4
* Origin of the worst min-delay path: pre_rotary_q1
* Maximum fanout along the worst path at 8
* Mean post-synth cell area at 8.76 um^2
* GRT Overall Usage at 0.126
* Worst vdd ir at 0.261 mV
* Detail Placement HPWL at 5300 um
* Antenna violations before repair at 0
* Final count of pins violating max slew at 0
* Number of enable flip-flop cells at 8
* Vias in the first global route at 2732
* Fraction of synthesis flops using an asynchronous set or reset pin at 0
* Met3 wire len at 355 um
* Post-synthesis instance area at 3780 um^2
* Sort of element at the start of the critical path: input port
* Yosys cell count at 431
* Top area contributor share at 0.361
* Outcome: completed
* Minimum period implied by the final worst setup slack at 2.44 ns
* Cell count after synthesis at 431
* WL per Instance at 12.5 um
* P per Cell Area at 383 nW/um^2
* Remaining max-slew budget at the tightest pin at 0.383
* Hold/Removal Path Class: register to register
* Cell type with the largest total area: sky130_fd_sc_hd__dfxtp_1
* Number of logged tool warnings at 29
* TritonCTS clock tree: done
* Count of yosys warnings during synthesis at 1
* Proportion of layout cells with a drive suffix above 1 at 0.0665
* RD Place Congestion at 1.03
* Critical register-to-register path startpoint: COUNTER[17]
* Sum of met2 wire segment lengths after detailed routing at 3320 um
* Global-route wire length before repair at 13100 um
## worst paths after layout
kind / endpoint / slack [ns] / cells after the start
setup / recovery: LED[1] / 1.46 / 5
hold / removal: rotary_valid / 0.42 / 1
setup reg to reg: LED[1] / 1.59 / 5
hold reg to reg: rotary_valid / 0.42 / 1
## registers in the layout (all words and copies together) (netlist names)
register	cells
BTN_MODE	3
COUNTER	26
DATA	5
KEY_COUNTER	4
KEY_REG	21
LED	8
c_state	1
n_state	1
pre_rotary_q1	1
rotary_a_in	1
rotary_b_in	1
rotary_direction	1
rotary_q1	1
rotary_q2	1
rotary_valid	1
## kinds of logic after synthesis
family / Yosys count / synth area share
XOR/XNOR: 32 / 0.0822
multiplexers: 6 / 0.0159
AND/OR/NAND/NOR: 209 / 0.295
flip-flops: 76 / 0.424
adder cells (fa/ha/maj): 8 / 0.0265
buffers and inverters: 33 / 0.0427
AND-OR/OR-AND: 67 / 0.114
## where the power goes
| part | internal, W | total [W] | switching [W] |
|---|---|---|---|
| Sequential | 0.000806 | 0.000826 | 0.0000200 |
| Clock | 0.000432 | 0.000750 | 0.000318 |
| Combinational | 0.0000494 | 0.000100 | 0.0000507 |
| Total | 0.00129 | 0.00168 | 0.000389 |
## worst max-delay path, cell delays in order
cell and delay [ns]:
sky130_fd_sc_hd__clkdlybuf4s50_1 0.54, sky130_fd_sc_hd__inv_1 0.12, sky130_fd_sc_hd__nand3_1 0.25, sky130_fd_sc_hd__nor3_1 0.08, sky130_fd_sc_hd__a21oi_1 0.62
## metal layers
metal,vias to the layer above,global-route usage
met3,9,0.0297
met4,0,0.0208
li1,1539,-
met5,-,0
met2,60,0.190
met1,1381,0.188
## per-stage QoR
| stage | setup slack [ns] | std cells | hold slack (ns) | area (um^2) |
|---|---|---|---|---|
| after floorplan | 1.90 | 431 | 0.383 | 3780 |
| after global placement | 1.23 | 603 | 0.395 | 4100 |
| after detailed placement | 1.18 | 603 | 0.402 | 4100 |
| after CTS | 1.51 | 619 | 0.423 | 4370 |
| after global routing | 1.33 | 619 | 0.431 | 4370 |
| final | 1.46 | 619 | 0.423 | 4370 |
## cell type report
cell class                 count  area [um^2]  share of cell area
multi-input combinational    322         2010               0.461
timing repair buffer          23          225              0.0515
clock inverter                 5         36.3             0.00830
sequential                    76         1600               0.366
clock buffer                  11          233              0.0532
tap                          168          210              0.0481
inverter                      14         52.6              0.0120
## synthesized netlist by cell type, types with 9 or more instances
cell,n
sky130_fd_sc_hd__a21oi_1,26
sky130_fd_sc_hd__o21ai_0,10
sky130_fd_sc_hd__inv_1,14
sky130_fd_sc_hd__xor2_1,19
sky130_fd_sc_hd__nand2b_1,17
sky130_fd_sc_hd__dfxtp_1,68
sky130_fd_sc_hd__nor2b_1,13
sky130_fd_sc_hd__clkbuf_1,11
sky130_fd_sc_hd__nand4_1,9
sky130_fd_sc_hd__nand2_1,53
sky130_fd_sc_hd__nor2_1,48
sky130_fd_sc_hd__nand3_1,17
sky130_fd_sc_hd__xnor2_1,9
No activity file was given, so power comes from the tool's default toggle rates.
